==> /design/flow/design.v <==
module regfile (rd1, rd2, clk, regwrite, ra1, ra2, wa, wd) ;
   input        clk ;
   input        regwrite ;   
   input  [2:0] ra1 ;	     
   input  [2:0] ra2 ;	     
   input  [2:0] wa  ;  	     
   input  [7:0] wd  ;	     
   output [7:0]  rd1, rd2 ;  
   reg  [7:0] REGS [7:0];
   always @(posedge clk)
      if (regwrite) REGS[wa] <= wd;	
   assign rd1 = ra1 ? REGS[ra1] : 0;    
   assign rd2 = ra2 ? REGS[ra2] : 0;    
endmodule
==> /design/flow/run.sh <==
#!/bin/bash
# OpenROAD 26Q1-2900-gdf79404cd8, Yosys 0.63+post, stock flow scripts
make -C /OpenROAD-flow-scripts/flow DESIGN_CONFIG=/design/flow/config.mk WORK_HOME=/design/flow/orfs finish
==> /design/flow/config.mk <==
export PLATFORM = sky130hd
export DESIGN_NAME = regfile
export DESIGN_NICKNAME = regfile
export VERILOG_FILES = /design/flow/design.v
export SDC_FILE = /design/flow/constraint.sdc
export NUM_CORES = 4
export LEC_CHECK = 1
export CORE_UTILIZATION = 50
==> /design/flow/constraint.sdc <==
current_design regfile

set clk_period 2.9
set clk_io_pct 0.2

create_clock -name clk0 -period $clk_period [get_ports {clk}]

set non_clock_inputs [all_inputs -no_clocks]
set_input_delay [expr $clk_period * $clk_io_pct] -clock clk0 $non_clock_inputs
set_output_delay [expr $clk_period * $clk_io_pct] -clock clk0 [all_outputs]
==> impl_metrics.ini <==
; synthesis and place-and-route metrics
[status]
status = finished clean

[route]
drtAntennaViolNets = 0
routed_via_density = 5.71
drt_first_iter_violations = 54
drc_errors = 0
wl_um = 6270
drtPass1Iterations = 4
routedWlPerCell_um = 19.3
vias = 1857
diodes = 0

[min_path]
hold_class = primary input to register
whs_path_depth = 1

[synthesis]
synth_cells = 182
synth.distinct_cells = 25
ys_seq_share_pct = 58.9
synth_area_um2 = 2860
synth_area_per_cell_um2 = 15.7
yosysTopAreaCellShare_pct = 58.9
ys_area_um2 = 2860
synth.area.top_cells = edfxtp_1 (59%), mux2i_1 (8.4%), a221oi_2 (6.8%)
synth_flops = 56
yosysWarnings = 1
yosysCellCount = 182
top_area_cell = edfxtp_1

[final_timing]
rsz0062_at_grt = no
final-hold-violation-count = 0
tightest_slew_ns = 0.317
timing.hold.ws_ns = 0.971
maxSlewHeadroom_pct = 78.9
finalCritPeriodShare_pct = 97.8
max_freq_mhz = 353
slew_viol_final = 0
setup_viol_count_final = 0
setup_ws_ns = 0.0639
fin_crit_ns = 2.84

[critical_path]
cp_max_fo = 7
crit_chain = clkdlybuf4s15_2 > bufbuf_16 > buf_4 > buf_4 > mux2i_1 > a221oi_2 > clkdlybuf4s50_1
cp.depth = 7
critPathSlowestCell = clkdlybuf4s50_1
worst_setup_path_start_kind = primary input
critical_path_required_ns = 2.32
path_buffers = 5
crit_arrival_ns = 2.26
path_delay_family = buffers and inverters
path_class = primary input to output port
cp-end-kind = output port
cp_slowest_stage_delay_ns = 0.50
crit_top_cell = buf_4

[floorplan]
die_w_um = 77.6
rows = 27
die_area_um2 = 6020
die_height_um = 77.6
core_area_um2 = 5510
ios = 35
initCoreUtil_pct = 51.9

[grt]
grt_pass1_vias = 1908
grt_max_degree = 17
grt-ovfl-total = 0
grt_pass1_wl_um = 9810
grt_use_total_pct = 24.4
grt_antenna_before_repair = 0

[power]
p_leak_uw = 0.00134
irDropWorstVdd_v = 0.000435
power_density_nw_per_um2 = 461

[run]
cap_violations = 0
warnings = 26

[final_layout]
post-route-util_pct = 66.1
drive_above_1_share_pct = 34.0
stdcell_count = 325
nFillCells = 387
top_register = REGS
reg_top3 = REGS x56
largest_reg_flops = 56
area_delta_synth_final_pct = 27.4

[clocking]
cts_made_buffers = 5
htree_num_levels = 2
numClockSinks = 56
ctsHoldBuffers = 0
clock-root-buffer = clkbuf_8
cts.clk_slew.worst_paths_ns = 0.09
clock_path_buffers = 2
cts_tree = done

[place]
post-dp-hpwl_um = 4370
gp_congestion = 0.821
dpl_worst_slack_ns = -0.142
dpl.cell_count = 314
io_buffers = 34
logic make-up (layout without fill, tap and decap cells):
group / count (synthesis) / count (layout) / synth area share (%)
flip-flops: 56 / 56 / 58.9
AND-OR/OR-AND: 41 / 41 / 14.8
multiplexers: 40 / 40 / 15.4
AND/OR/NAND/NOR: 27 / 27 / 5.26
buffers and inverters: 18 / 89 / 5.65
per-stage QoR:
stage	power, µW	setup TNS (ns)	instance area [µm²]
2_1_floorplan	1080	0	2860
3_3_place_gp	1200	-1.19	3460
3_5_place_dp	1210	-1.26	3460
4_1_cts	1690	0	3630
5_1_grt	1750	0	3640
6_report	1680	0	3640
synth_stat cells:
library cell / count
nand2_1: 3
and2b_2: 1
mux2_4: 5
a31oi_1: 1
a21oi_1: 1
inv_1: 1
nor2b_2: 1
buf_6: 3
a221oi_2: 13
mux2i_1: 24
edfxtp_1: 56
a22o_1: 1
a311oi_1: 8
and2_1: 1
nor2_1: 6
a211oi_1: 8
clkbuf_1: 1
buf_4: 4
nand2b_1: 4
buf_12: 3
nor3_1: 1
a221oi_1: 9
nor2b_1: 10
buf_2: 6
mux2_2: 11
path summary, 6_finish.rpt:
check | from | end | slack [ns]
setup / recovery | ra1[0] | rd1[4] | 0.06
hold / removal | wd[3] | REGS[3][3]$_DFFE_PP_ | 0.97
cell usage in the layout (no fill, tap or decap), drive strengths merged:
| cell | n |
|---|---|
| a211oi | 8 |
| a21oi | 1 |
| a221oi | 22 |
| a22o | 1 |
| a311oi | 8 |
| a31oi | 1 |
| and2 | 1 |
| and2b | 1 |
| buf | 45 |
| bufbuf | 1 |
| bufinv | 1 |
| clkbuf | 6 |
| clkdlybuf4s15 | 1 |
| clkdlybuf4s50 | 30 |
| clkinv | 1 |
| dlygate4sd2 | 2 |
| dlymetal6s2s | 1 |
| edfxtp | 56 |
| inv | 1 |
| mux2 | 16 |
| mux2i | 24 |
| nand2 | 3 |
| nand2b | 4 |
| nor2 | 6 |
| nor2b | 11 |
| nor3 | 1 |
power breakdown:
group / internal [µW] / switching, µW
combinational: 158 / 112
sequential: 917 / 11.7
clock: 256 / 221
total: 1330 / 345
area by class of cell:
type                            count  area (µm²)  area share (%)
Sequential cell                    56        1680            46.2
Multi-Input combinational cell    108        1020            28.0
Timing Repair Buffer               80         736            20.2
Tap cell                           72        90.1            2.48
Clock buffer                        6        72.6            1.99
Clock inverter                      2        35.0           0.963
Inverter                            1        3.75           0.103
what timing repair did:
action                                 CTS  global route
pin swaps                                1             1
cloned                                   1             0
buffers inserted                         2             0
setup endpoints to repair               16             5
endpoints found under the hold margin    0             0
resized                                  8             2
metal layers:
metal  vias up  global-route usage, %  wire length, µm  share of wire, %
li1        888                      -                -                 -
met2        94                   36.2             2930                47
met4         0                   1.51               19              0.30
met3         2                   13.9              697                11
met5         -                      0                0                 0
met1       873                   35.9             2630                42
Power figures rest on the tool's default switching activity, not on a simulated workload.
