==> flow/design.v <==
module fulladder(a,b,cin,S,cout);
    input a;
    input b;
    input cin;
    output S;
    output cout;
    assign S = (a^b^cin);
    assign cout = ((a&b)|(b&cin)|(a&cin));
endmodule
module rippleadder(a,b,cin,S,cout);
    input [7:0]a;
    input [7:0]b;
    input cin;
    output [7:0]S;
    output cout;
    wire[6:0]c;
    fulladder a0(a[0],b[0],cin,S[0],c[0]);
    fulladder a1(a[1],b[1],c[0],S[1],c[1]);
    fulladder a2(a[2],b[2],c[1],S[2],c[2]);
    fulladder a3(a[3],b[3],c[2],S[3],c[3]);
    fulladder a4(a[4],b[4],c[3],S[4],c[4]);
    fulladder a5(a[5],b[5],c[4],S[5],c[5]);
    fulladder a6(a[6],b[6],c[5],S[6],c[6]);
    fulladder a7(a[7],b[7],c[6],S[7],cout);
endmodule
==> flow/run.sh <==
#!/bin/bash
# OpenROAD 26Q1-2900-gdf79404cd8, Yosys 0.63+post, stock flow scripts
make -C /OpenROAD-flow-scripts/flow DESIGN_CONFIG=/design/flow/config.mk WORK_HOME=/design/flow/orfs finish
==> flow/config.mk <==
export PLATFORM = sky130hd
export DESIGN_NAME = rippleadder
export DESIGN_NICKNAME = rippleadder
export VERILOG_FILES = /design/flow/design.v
export SDC_FILE = /design/flow/constraint.sdc
export NUM_CORES = 4
export LEC_CHECK = 1
export CORE_AREA = 10 10 70 70
export DIE_AREA = 0 0 80 80
==> flow/constraint.sdc <==
current_design rippleadder

set clk_period 4.6
set clk_io_pct 0.2

create_clock -name clk0 -period $clk_period

set non_clock_inputs [all_inputs -no_clocks]
set_input_delay [expr $clk_period * $clk_io_pct] -clock clk0 $non_clock_inputs
set_output_delay [expr $clk_period * $clk_io_pct] -clock clk0 [all_outputs]
==> qor.yml <==
run_status:
  status: "complete, but fails checks"
  violations: "setup timing"
detailed_routing:
  num_vias: 214
  drc: 0
  final_antenna_net_count: 0
  wl_um: 750
  n_antenna_cell: 0
  dr.first_iter.drc_count: 0
  drt_first_pass_iters: 1
  wire_per_inst_um: 8.33
  vias_per_cell: 2.38
yosys:
  yosys.area.top_type_share_pct: 62.1
  synthCells: 26
  ys_types: 3
  synth_warnings: 0
  common_cells: "inv_1, buf_4, fa_1"
  most_common_cell: "inv_1"
  postSynthAreaPerCell_um2: 9.91
  syn-cell-area_um2: 258
  ys_seq_share_pct: 0
  ys_area_um2: 258
  top_cells_by_area: "fa_1, buf_4, inv_1"
  yosys_cells: 26
  synth_area_leader_cell: "fa_1"
cells_and_area:
  final_layout_size_suffix_gt1_share_pct: 45.5
  comb_area_um2: 180
  flop_area_um2: 0
  area_delta_synth_final_pct: 105
  clock_buffers: 0
  fin_util_pct: 15.5
  design.seq.count: 0
  fin_cells: 90
  fillers: 390
cts:
  hold_buffers: 0
power:
  power_uw: 56.7
  peakVddDrop_v: 0.0000327
  power.density_nw_per_um2: 107
  p_int_uw: 39.8
  power_frac_clock_pct: 0
  seq_power_share_pct: 0
  switchingPower_uw: 16.9
  switching_share_pct: 29.7
  power.leakage_uw: 0.000213
  combPwrFrac_pct: 100.0
worst_setup_path:
  worstPathArrival_ns: 3.96
  crit_chain: "buf_8, inv_4, fa_2, inv_2, fa_2, fa_2, fa_2, fa_2, fa_2, fa_2, inv_2, fa_2, inv_2, buf_2"
  cp_max_fo: 1
  cpPeakStageDelay_ns: 0.42
  critPathKind: "in -> out"
  crit_path_start_kind: "input pin"
  cp.required_ns: 3.68
  path_common_cell: "fa_2"
  crit_path_end_kind: "output pin"
  cp_slowest_cell: "fa_2"
job:
  warnings: 35
  drv_cap: 0
final_timing:
  setup_viol: 2
  maxSlewViolCount: 0
  rsz0062_at_grt: "true"
  worst_pin_slew_ns: 0.108
  min_period_ns: 4.88
  period_used_pct: 106
  slew_headroom_pct: 92.8
  setup_slack_ns: -0.282
  timing.setup.tns_ns: -0.306
  max_freq_ghz: 0.205
  final-hold-violation-count: 0
worst_hold_path:
  hp-class: "in -> out"
  holdPathStages: 5
  hold_end: "S[0]"
  hp-start: "cin"
placed_design:
  gp_congestion: 0.838
  hpwl_um: 745
  dp_cells: 90
  dp_worst_setup_slack_ns: -1.05
  numPortBuffers: 26
grt:
  grtUsageTotal_pct: 2.42
  grt_pass1_vias: 248
  grt_pass1_wl_mm: 1.26
  grt-ovfl-total: 0
  grt_max_degree: 2
  antenna_found_initial: 0
floorplan:
  ioPinCount: 26
  fp_util_pct: 7.55
  die-area_um2: 6400
  coreArea_um2: 3420
  die_h_um: 80
  std_cell_rows: 21
  die_w_um: 80
==> cell families after synthesis <==
| logic type | share of synthesized area (%) |
|---|---|
| buf+inv | 37.9 |
| fa+ha+maj | 62.1 |
==> cell usage in the layout, fill, tap and decap left out, drive strengths merged <==
cell / n
dlygate4sd2: 3
buf: 6
inv: 10
clkdlybuf4s50: 17
fa: 8
==> power groups by stage <==
stage	clock network [uW]	logic, uW	registers [uW]
final	0	56.7	0
after CTS	0	57.8	0
after global routing	0	64.9	0
==> area by class of cell <==
| cell class | count | share of cell area [%] |
|---|---|---|
| timing repair buffer | 26 | 47.0 |
| multi-input combinational | 8 | 34.0 |
| inverter | 10 | 8.04 |
| tap | 46 | 10.9 |
==> worst max-delay path by stage <==
stage,startpoint,to,slack [ns],cells past startpoint
after CTS,a[0],S[7],-0.43,14
after global routing,a[0],S[7],-0.39,14
final,a[0],S[7],-0.28,14
==> per-layer routing <==
layer / share of wire (%) / vias up / global-route usage (%)
li1: - / 96 / -
met1: 45 / 94 / 3.79
met2: 30 / 24 / 2.81
met3: 25 / 0 / 1.48
met4: 0 / 0 / 0
met5: 0 / - / 0
==> timing repair <==
action | CTS | global route
gates resized | 33 | 4
pin swaps | 8 | 8
endpoints found under the setup margin | 5 | 3
setup buffers | 0 | 0
==> critical path: cells and delay by family <==
kind	cells	cell delay, ns
buf+inv	6	0.37
fa+ha+maj	8	2.67
==> per-stage QoR <==
stage	area, um2	hold slack (ns)
floorplan	270	2.06
global placement	528	2.89
detailed placement	528	2.89
CTS	517	2.59
global route	529	2.61
finish	529	2.58
Power is estimated from default activity; no workload was simulated.
