==> design.v <==
module alu (result, a, b, alucont) ;
   input  [7:0] a, b ;
   input  [2:0] alucont ;
   output [7:0] result ;
   reg    [7:0] result ;
   wire   [7:0] b2, sum, slt ;
   assign b2 = alucont[2] ? ~b:b ; 
   assign sum = a + b2 + alucont[2] ;
   assign slt = sum[7] ;
   always@(a or b or alucont or sum or slt)
      case(alucont[1:0])
         2'b00: result <= a & b ;
         2'b01: result <= a | b ;
         2'b10: result <= sum ;
         2'b11: result <= slt ;
      endcase
endmodule
==> run.sh <==
#!/bin/bash
# OpenROAD 26Q1-2900-gdf79404cd8, Yosys 0.63+post, stock flow scripts
make -C /OpenROAD-flow-scripts/flow DESIGN_CONFIG=/design/flow/config.mk WORK_HOME=/design/flow/orfs finish
==> config.mk <==
export PLATFORM = sky130hd
export DESIGN_NAME = alu
export DESIGN_NICKNAME = alu
export VERILOG_FILES = /design/flow/design.v
export SDC_FILE = /design/flow/constraint.sdc
export NUM_CORES = 4
export LEC_CHECK = 1
export CORE_AREA = 10 10 77 77
export DIE_AREA = 0 0 87 87
==> constraint.sdc <==
current_design alu

set clk_period 3.7
set clk_io_pct 0.2

create_clock -name clk0 -period $clk_period

set non_clock_inputs [all_inputs -no_clocks]
set_input_delay [expr $clk_period * $clk_io_pct] -clock clk0 $non_clock_inputs
set_output_delay [expr $clk_period * $clk_io_pct] -clock clk0 [all_outputs]
==> results.py <==
# Synthesis and PnR figures
metrics = {
    "sta": {
        "fin_crit_ps": 3610,
        "finalClockPeriodUsage_pct": 97.4,
        "drv_slew": 0,
        "fin_ws_ps": 95.0,
        "worstMarginPinSlew_ps": 423,
        "hold_viol_final": 0,
        "setup_viol": 0,
        "fmax_ghz": 0.277,
        "relSlewSlack_pct": 71.8,
    },
    "finish": {
        "instances_no_fill": 182,
        "n_sequential_cell": 0,
        "nClkBuffers": 0,
        "final-comb-area_um2": 548,
        "stdcell_area_um2": 1130,
        "utilization_pct": 26.0,
        "regArea_um2": 0,
        "nFillCells": 457,
        "area_delta_synth_final_pct": 112,
        "drive_gt1_share_pct": 34.1,
    },
    "detailed_routing": {
        "drt_iter0_markers": 17,
        "drt_wl_total_mm": 2.08,
        "ant_nets": 0,
        "dr.pass1.iters": 2,
        "wl_per_cell_um": 11.4,
        "drc": 0,
        "via_per_inst": 3.84,
        "vias": 699,
    },
    "logic_synthesis": {
        "ys_seq_share_pct": 0,
        "ys_types": 24,
        "syn_avg_cell_area_um2": 7.12,
        "top_cells_by_area": "ha_1 16%, xor2_1 13%, xnor2_1 9.8%, a21oi_1 9.4%, o21a_1 7.0%",
        "ys_top_logic_family": "AND-OR/OR-AND gates",
        "syn_inst": 75,
        "adder_share_pct": 20.1,
        "yosysTopAreaCell": "ha_1",
        "ys_chip_area_um2": 534,
        "top_area_share_pct": 16.4,
        "mux_share_pct": 1.87,
        "synth-compound-area-share_pct": 34.7,
        "synth-simple-area-share_pct": 14.1,
        "netlist_area_um2": 534,
        "yosysCellCount": 75,
        "yosys_warnings": 1,
        "ys_sh_xor_pct": 23.0,
    },
    "pwr": {
        "peakVddDrop_uv": 30.6,
        "cellLeakagePower_nw": 0.532,
        "power_density_nw_per_um2": 178,
    },
    "floorplan": {
        "die_x_um": 87,
        "fp_util_pct": 12.3,
        "rows": 24,
        "die_h_um": 87,
        "dieArea_um2": 7570,
        "core_um2": 4350,
        "pin_count": 27,
    },
    "min_path": {
        "min_from": "b[6]",
        "min_path_type": "input port to output pin",
        "whs_endpoint": "result[6]",
        "whs_path_depth": 5,
    },
    "global_routing": {
        "gr-total-overflow": 0,
        "grt_max_degree": 11,
        "grt_pass1_wl_mm": 3.52,
        "grt_pass1_vias": 735,
        "grt_use_total_pct": 5.54,
        "antenna_found_initial": 1,
    },
    "flow_run": {
        "maxCapViolCount": 0,
        "warning_count": 34,
    },
    "placed_design": {
        "dpl_cell_area_um2": 1020,
        "place_congestion": 0.804,
        "dp_slack_ps": -326,
        "place_hpwl_mm": 1.66,
        "dp.cells": 172,
        "port_buffers": 27,
    },
    "worst_setup_path": {
        "end_kind": "output pin",
        "worstPathMaxFanout": 3,
        "crit_path_start_kind": "input port",
        "cp-startpoint": "alucont[2]",
        "worstPathRequired_ps": 2960,
        "crit_type": "input port to output pin",
        "cp.arrival_ps": 2870,
    },
    "status": {
        "status": "complete, no violations",
    },
}
## cell type report
type | count | area share (%)
Tap cell | 52 | 5.75
Antenna cell | 1 | 0.221
Inverter | 4 | 1.33
Multi-Input combinational cell | 67 | 48.5
Timing Repair Buffer | 58 | 44.2
## metal layers
layer	routed length [µm]	vias to the layer above	global-route usage, %
met5	0	-	0
met4	0	0	0
met3	93	0	0.849
met2	986	12	9.66
met1	996	304	7.41
li1	-	383	-
## where the power goes
group / internal [W] / switching (W)
clock network: 0.0000000000361 / 0
registers: 0 / 0
logic: 0.000122 / 0.0000788
total: 0.000122 / 0.0000788
## through the flow
step	setup TNS, ps	hold slack [ps]	power, W
after floorplan	0	1580	0.0000835
after global placement	-1670	2560	0.000176
after detailed placement	-1660	2560	0.000176
after CTS	-90.4	2330	0.000194
after global routing	-22.9	2090	0.000222
final	0	2020	0.000201
## logic make-up after synthesis
family / after synthesis
compound gates: 29
mux: 1
simple gates: 15
xor+xnor: 14
fa+ha+maj: 8
buf+inv: 8
## worst max-delay path by stage
| stage | depth (start not counted) | end |
|---|---|---|
| finish | 13 | result[3] |
| global route | 13 | result[3] |
| CTS | 11 | result[6] |
## worst max-delay path, cell delays in order
cell           delay, ps
dlygate4sd2_1        250
buf_4                150
buf_4                130
xor2_1               150
ha_1                 300
buf_4                160
a21oi_2              130
o21ai_2               90
buf_4                150
buf_4                130
xnor2_1              140
o22ai_1               90
dlygate4sd2_1        260
## cells in the mapped netlist, drive strengths merged (2+ instances only)
| library cell | instances |
|---|---|
| a21oi | 10 |
| o32ai | 2 |
| clkbuf | 3 |
| nand2 | 5 |
| xor2 | 8 |
| a21o | 2 |
| inv | 4 |
| o21ai | 2 |
| o21a | 5 |
| xnor2 | 6 |
| ha | 7 |
| nor2 | 4 |
| o22ai | 5 |
| nor3b | 2 |
| and2 | 2 |
## cell usage in the layout (no fill, tap or decap), types with 5 or more instances in the layout
master            n
ha_1              6
buf_4            30
nand2_1           5
dlygate4sd2_1     5
a21oi_1           7
xor2_1            7
clkdlybuf4s50_1  15
xnor2_1           6
o21a_1            5
## timing repair
item                                   CTS  global route
resized                                 15            13
pin swaps                                6            10
hold buffers                             0             0
buffers inserted                         7             2
endpoints found under the hold margin    0             0
setup endpoints to repair                6             5
No activity file was given, so power comes from the tool's default toggle rates.
